`design/flow/run.sh`:
```
#!/bin/bash
# OpenROAD 26Q1-2900-gdf79404cd8, Yosys 0.63+post, stock flow scripts
make -C /OpenROAD-flow-scripts/flow DESIGN_CONFIG=/design/flow/config.mk WORK_HOME=/design/flow/orfs finish
```
`design/flow/config.mk`:
```
export PLATFORM = sky130hd
export DESIGN_NAME = Counter
export DESIGN_NICKNAME = Counter
export VERILOG_FILES = /design/flow/design.v
export SDC_FILE = /design/flow/constraint.sdc
export NUM_CORES = 4
export LEC_CHECK = 1
export CORE_AREA = 10 10 70 70
export DIE_AREA = 0 0 80 80
```
`design/flow/constraint.sdc`:
```
current_design Counter

set clk_period 1.2
set clk_io_pct 0.2

create_clock -name clk0 -period $clk_period [get_ports {clk}]

set non_clock_inputs [all_inputs -no_clocks]
set_input_delay [expr $clk_period * $clk_io_pct] -clock clk0 $non_clock_inputs
set_output_delay [expr $clk_period * $clk_io_pct] -clock clk0 [all_outputs]
```
`design/flow/design.v`:
```
module Counter(
    input enable,
    output [3:0] counter_out,
    input clk,
    input rst_n
);
    reg [3:0] cnt_R;
    always @(posedge clk or negedge rst_n)
    begin
	if(!rst_n)
	    cnt_R <= 'd0;
	else if(enable)
	    cnt_R <= cnt_R + 1'b1;
    end
    assign counter_out = cnt_R;
endmodule
```
==> flow_summary.yaml <==
# physical design summary
final_timing:
  min_period_ns: 1.11
  timing.setup.tns_ns: 0
  relSlewSlack_pct: 86.8
  max_freq_ghz: 0.898
  holdWs_ns: 0.215
  worst_pin_slew_ns: 0.197
  setup_slack_ns: 0.0864
  rsz0062_at_grt: "no"
  slew_viol_final: 0
  period_used_pct: 92.8
  final-setup-viol-count: 0
  hold_viol: 0
  finClkSkew_ns: 0.00293
critical_path:
  critPathLaunchType: "flip-flop"
  r2r_start: "cnt_R[0]$_DFFE_PN0P_"
  r2r_cells: 3
  required_ns: 1.31
  cp-end-kind: "flip-flop"
  cp.arrival_ns: 1.23
  path_max_fanout: 3
  crit_start: "cnt_R[0]$_DFFE_PN0P_"
  path_class: "flip-flop to flip-flop"
status:
  status: "completed"
cts:
  cts_made_buffers: 3
  cts.clk_slew.worst_paths_ns: 0.04
  root_buffer: "clkbuf_4"
  cts_tree: "built"
  cts_max_path_buffers: 2
  htreeDepth: 1
  clock_latency_ns: 0.23
  cts.sinks: 4
yosys:
  edf_count: 0
  ys_cells: 11
  yosysWarnings: 1
  synth_cell_types: 7
  synth_area_um2: 160
  synthTopCellsByCount: "dfrtp_1 (4), xnor2_1 (2)"
  synth_flops: 4
  async_flop_share_pct: 100
  synthTopCellsByArea: "dfrtp_1 (63%), xnor2_1 (11%), ha_1 (7.8%), mux2_2 (7.0%), xor2_1 (5.5%)"
  synth_cells: 11
  ys_area_um2: 160
  synth_area_per_cell_um2: 14.6
  post-synth-top-area-fraction_pct: 62.5
  yosys.stat.seqShare_pct: 62.5
  ff_type: "dfrtp_1"
  top_cell: "dfrtp_1"
  synth.largest_area_cell: "dfrtp_1"
hold_path:
  hp-class: "primary input to async pin"
place:
  portBuffers: 6
  place_ws_ns: -0.0758
  placed_area_um2: 285
  gp_congestion: 0.672
  dpl.cell_count: 64
drt:
  antenna_left: 0
  drt_wl_total_um: 478
  wl_per_cell_um: 6.93
  vias: 141
  drt_iter0_markers: 12
  drtPass1Iterations: 3
  drc_errors: 0
  diodes: 0
  via_per_inst: 2.04
die:
  coreArea_um2: 3420
  dieHeight_um: 80
  rows: 21
  fp_util_pct: 4.69
  die_area_um2: 6400
  die_w_um: 80
  ios: 7
cells_and_area:
  final_layout_size_suffix_gt1_share_pct: 34.8
  design_area_um2: 334
  finalNonFillerCells: 69
  fill_cells: 401
  areaGrowthSynthToFinish_pct: 109
  fin_util_pct: 9.78
  largest_reg_flops: 4
  top_regs: "cnt_R (4)"
  top_register: "cnt_R"
global_route:
  first_global_vias: 146
  antenna_found_initial: 0
  grt_overflow: 0
  grt_usage_pct: 1.60
  grt_pass1_wl_um: 731
  grt_start_max_net_pins: 5
pwr:
  p_per_area_nw_per_um2: 2320
  power.total_mw: 0.776
  p_leak_nw: 0.129
  peakVddDrop_v: 0.00124
job:
  cap_viol_max_count: 0
  warning_count: 25
-- layer usage --
metal / up-vias / track usage, % / wire, um
met2: 11 / 1.28 / 116
li1: 63 / - / -
met1: 65 / 2.60 / 313
met4: 0 / 0.352 / 6
met3: 2 / 1.36 / 42
met5: - / 0 / 0
-- logic make-up (layout without fill, tap and decap cells) --
logic type | Yosys count | after routing | synth area share (%)
adders and majority gates | 1 | 1 | 7.81
xor gates and xnor gates | 3 | 3 | 16.4
DFF | 4 | 4 | 62.5
muxes | 1 | 1 | 7.03
buffers and inverters | 0 | 12 | 0
and+or+nand+nor | 2 | 2 | 6.25
-- cells in the final DEF (no fill, tap or decap), drive strengths merged --
master,netlist,final
buf,0,3
clkbuf,0,3
clkdlybuf4s50,0,2
dfrtp,4,4
dlygate4sd2,0,4
ha,1,1
mux2,1,1
nand2,1,1
nand4,1,1
xnor2,2,2
xor2,1,1
-- worst max-delay path, cell delays in order (launching register included) --
cell and delay [ns]:
dfrtp_1 0.39, buf_6 0.14, ha_4 0.22, mux2_2 0.25
-- where the power goes --
group,internal [mW],switching [mW],leakage (nW)
clock network,0.112,0.0519,0.0138
logic,0.228,0.131,0.0679
registers,0.208,0.0448,0.0469
-- timing repair --
item / in CTS / in global routing
resized: 4 / 2
hold buffers: 0 / 0
setup buffers: 2 / 0
endpoints found under the setup margin: 4 / 1
-- final cells by class --
class	instances	area (um^2)	area share, %
flip-flops and latches	4	100	30.0
repair buffers	9	81.3	24.3
multi-input cells	7	72.6	21.7
well taps	46	57.6	17.2
clock buffers	3	22.5	6.74
-- path summary, 6_finish.rpt --
kind	to	slack (ns)
setup / recovery	cnt_R[1]$_DFFE_PN0P_	0.09
hold / removal	cnt_R[3]$_DFFE_PN0P_	0.21
setup reg to reg	cnt_R[1]$_DFFE_PN0P_	0.09
hold reg to reg	cnt_R[3]$_DFFE_PN0P_	0.46
max in group asynchronous	cnt_R[1]$_DFFE_PN0P_	0.81
min in group clk0	cnt_R[3]$_DFFE_PN0P_	0.46
No activity file was given, so power comes from the tool's default toggle rates.
